### ./run.sh
#!/bin/bash
# OpenROAD 26Q1-2900-gdf79404cd8, Yosys 0.63+post, stock flow scripts
make -C /OpenROAD-flow-scripts/flow DESIGN_CONFIG=/design/flow/config.mk WORK_HOME=/design/flow/orfs finish
### ./constraint.sdc
current_design uart_top

set clk_period 4.9
set clk_io_pct 0.2

create_clock -name clk0 -period $clk_period [get_ports {clk}]

set non_clock_inputs [all_inputs -no_clocks]
set_input_delay [expr $clk_period * $clk_io_pct] -clock clk0 $non_clock_inputs
set_output_delay [expr $clk_period * $clk_io_pct] -clock clk0 [all_outputs]
### ./design.v
module rx #(
    parameter CLK_FREQ = 50000000,
    parameter BAUD     = 115200
)(
    input  wire       clk,
    input  wire       rst_n,
    input  wire       rx,
    output reg [7:0]  rx_data,
    output reg        rx_done,
    output reg framing_err
);
    localparam integer baud_div  = CLK_FREQ / BAUD;
    localparam integer half_baud = baud_div / 2;
    localparam [2:0]
        IDLE  = 3'b000,
        START = 3'b001,
        DATA  = 3'b010,
        STOP  = 3'b011,
        DONE  = 3'b100;
    reg [2:0]  state;
    reg [15:0] baud_cnt;
    reg [2:0]  bit_cnt;
    reg [7:0]  shift_reg;
    always @(posedge clk or negedge rst_n) begin
        if (!rst_n) begin
            state     <= IDLE;
            baud_cnt  <= 16'd0;
            bit_cnt   <= 3'd0;
            shift_reg <= 8'd0;
            rx_data   <= 8'd0;
            rx_done   <= 1'b0;
            framing_err<=1'b0;
        end else begin
            case (state)
                IDLE: begin
                	rx_done <= 1'b0;
                	framing_err	<=1'b0;
                	baud_cnt<=16'd0;
                    if (rx == 1'b0) begin
                        state <= START;
                    end
                end
                START: begin
                	if(baud_cnt==(baud_div>>1)) begin
                		baud_cnt<=0;
                		bit_cnt<=0;
                		state<=DATA;
                	end
                	else begin
                		baud_cnt<=baud_cnt+1;
                	end
                end
               	DATA: begin
                    if (baud_cnt == baud_div - 1) begin
                        baud_cnt <= 16'd0;
                        shift_reg <= {rx,shift_reg[7:1]};
                        if(bit_cnt == 3'd7) begin
                        	bit_cnt<=3'd0;
                        	baud_cnt<=16'b0;
                        	state <= STOP;
                        end
                        else begin
                        	bit_cnt<=bit_cnt+1;
                        end
                    end 
                    else begin
                    	baud_cnt <= baud_cnt + 1;
                    end
                end
                STOP: begin
                    if (baud_cnt == baud_div - 1) begin
                    	baud_cnt<=16'b0;
                    	if(rx==1'b1) begin
                    		rx_data  <= shift_reg;
                        	rx_done  <= 1'b1;
                        end
                        else begin
                        	framing_err	<=1'b1;
                        	rx_done		<=1'b0;
                        end
                        state<= IDLE;
                    end 
                    else begin
                    	baud_cnt<=baud_cnt+1;
                    end
                end
                DONE: begin
                    rx_done <= 1'b1;
                   	state   <= IDLE;
                end
            endcase
        end
    end
endmodule
module uart_top #(
    parameter CLK_FREQ = 50000000,
    parameter BAUD     = 115200
)(
    input  wire clk,
    input  wire rst_n,
    input  wire uart_rx,
    output wire uart_tx
);
    reg sync_1, sync_2;
    always @(posedge clk or negedge rst_n) begin
        if (!rst_n) {sync_1, sync_2} <= 2'b11;
        else         {sync_1, sync_2} <= {uart_rx, sync_1};
    end
    wire [7:0] rx_data_out;
    wire       rx_done_tick;
    reg  [7:0] tx_data_in;
    reg        tx_start_tick;
    wire       tx_busy_status;
    wire       tx_done_status;
    localparam ST_IDLE   = 3'd0,
               ST_CMD    = 3'd1,
               ST_DATA   = 3'd2,
               ST_CHKSUM = 3'd3,
               ST_EXEC   = 3'd4;
    reg [2:0]  p_state;
    reg [7:0]  hold_cmd, hold_data;
    reg [7:0]  reg_file;  
    always @(posedge clk or negedge rst_n) begin
        if (!rst_n) begin
            p_state <= ST_IDLE;
            reg_file <= 8'h00;
        end else begin
            case (p_state)
                ST_IDLE: begin
                    if (rx_done_tick && rx_data_out == 8'h55) 
                        p_state <= ST_CMD;
                end
                ST_CMD: begin
                    if (rx_done_tick) begin
                        hold_cmd <= rx_data_out;
                        p_state  <= ST_DATA;
                    end
                end
                ST_DATA: begin
                    if (rx_done_tick) begin
                        hold_data <= rx_data_out;
                        p_state   <= ST_CHKSUM;
                    end
                end
                ST_CHKSUM: begin
                    if (rx_done_tick) begin
                        if (rx_data_out == (hold_cmd + hold_data))
                            p_state <= ST_EXEC;
                        else
                            p_state <= ST_IDLE;  
                    end
                end
                ST_EXEC: begin
                    if (hold_cmd == 8'h01) begin
                        reg_file <= hold_data;  
                    end
                    tx_data_in    <= reg_file; 
                    tx_start_tick <= 1'b1;
                    p_state       <= ST_IDLE;
                end
            endcase
        end
    end
    rx #(.CLK_FREQ(CLK_FREQ), .BAUD(BAUD)) rx_inst (
        .clk(clk), .rst_n(rst_n), .rx(sync_2),
        .rx_data(rx_data_out), .rx_done(rx_done_tick), .framing_err()
    );
    tx #(.CLK_FREQ(CLK_FREQ), .BAUD(BAUD)) tx_inst (
        .clk(clk), .rst_n(rst_n), .tx_data(tx_data_in),
        .tx_start(tx_start_tick), .tx(uart_tx), .tx_busy(tx_busy_status), .tx_done(tx_done_status)
    );
    localparam STATE_IDLE = 2'b00, STATE_SEND = 2'b01;
    reg [1:0] state;
    always @(posedge clk or negedge rst_n) begin
        if (!rst_n) begin
            state <= STATE_IDLE;
            tx_start_tick <= 1'b0;
            tx_data_in <= 8'h00;
        end else begin
            case (state)
                STATE_IDLE: begin
                    tx_start_tick <= 1'b0;
                    if (rx_done_tick) begin
                        tx_data_in <= rx_data_out;  
                        state      <= STATE_SEND;
                    end
                end
                STATE_SEND: begin
                    tx_start_tick <= 1'b1;  
                    state         <= STATE_IDLE;  
                end
            endcase
        end
    end
endmodule
module tx #(
    parameter CLK_FREQ = 50_000_000,
    parameter BAUD     = 115200
)(
    input  wire clk,
    input  wire rst_n,
    input  wire tx_start,  
	input wire [7:0] tx_data,
    output reg  tx,
    output reg  tx_busy,
    output reg tx_done
);
    localparam integer BAUD_DIV = CLK_FREQ / BAUD;
    localparam [1:0]
        IDLE 	=	2'b00,
        START	=	2'b01,
        DATA	=	2'b10,
        STOP	=	2'b11;
    reg [1:0]  state;
    reg [15:0] baud_cnt;
    reg [2:0] bit_cnt;
    reg [7:0] shift_reg;
    always @(posedge clk or negedge rst_n) begin
                    if (!rst_n) begin
                        state     <= IDLE;
                        baud_cnt  <= 16'd0;
                        bit_cnt   <= 3'd0;
                        shift_reg <= 8'h00;
                        tx        <= 1'b1;   
                        tx_busy   <= 1'b0;
                        tx_done <=1'b0;
                    end else begin
                        case (state)
                            IDLE: begin
                                tx      <= 1'b1;
                                tx_busy <= 1'b0;
                                baud_cnt <= 16'd0;
                                bit_cnt  <= 3'd0;
                                if (tx_start) begin
                                    tx      <= 1'b0;     
                                    tx_busy <= 1'b1;
                                    tx_done<=1'b0;
                                    state   <= START;
                                end
                                else begin
                                	tx_done<=1'b0;
                                end
                            end
                            START: begin
                                tx <= 1'b0; 
                                if (baud_cnt == BAUD_DIV - 1) begin
                                    baud_cnt  <= 16'd0;     
                                    shift_reg <= tx_data;   
                                    tx        <= tx_data[0];  
                                    state     <= DATA;
                                end else begin
                                    baud_cnt <= baud_cnt + 1'b1;
                                end
                            end
                            DATA: begin
                                if (baud_cnt == BAUD_DIV - 1) begin
                                    baud_cnt <= 16'd0;  
                                    if (bit_cnt == 3'd7) begin
                                        bit_cnt <= 3'd0;
                                        state   <= STOP;  
                                        tx<=1'b1;
                                    end else begin
                                        bit_cnt <= bit_cnt + 1'b1;
                                        shift_reg <= {1'b0, shift_reg[7:1]};
                                        tx <= shift_reg[1];  
                                    end
                                end else begin
                                    baud_cnt <= baud_cnt + 1'b1;  
                                    tx <= shift_reg[0];  
                                end
                            end
                            STOP: begin
                                tx <= 1'b1; 
                                if (baud_cnt == BAUD_DIV - 1) begin
                                    baud_cnt <= 16'd0;
                                    state    <= IDLE;
                                    tx_done  <= 1'b1; 
                                    tx_busy  <= 1'b0;
                                end else begin
                                    baud_cnt <= baud_cnt + 1'b1;
                                    tx_done  <= 1'b0;  
                                end
                            end 
                        endcase
                   end
                end
endmodule
### ./config.mk
export PLATFORM = sky130hd
export DESIGN_NAME = uart_top
export DESIGN_NICKNAME = uart_top
export VERILOG_FILES = /design/flow/design.v
export SDC_FILE = /design/flow/constraint.sdc
export NUM_CORES = 4
export LEC_CHECK = 1
export CORE_UTILIZATION = 40
==> results_slide.txt <==
Run Summary

Outcome
  • Run status: aborted with a tool error
  • Stage reached: 1_2_yosys
  • Stop Error: ERROR: Found 8 problems in 'check -assert'.

Logic synthesis
  • EDFF count, synth: 24
  • Count of warnings emitted by yosys: 3
  • Synthesized flop and latch total: 121
  • Post-synthesis cell type count: 52
  • Share of async-settable or async-resettable flops after synthesis: 0.802
  • Area fraction in and, or, nand and nor cells after synthesis: 0.132
  • Portion of netlist area occupied by mux cells: 0.0922
  • Top_reg_cell synth: dfrtp_1
  • Yosys stat area: 5470 um2
  • Xor and xnor fraction of the mapped netlist area: 0.0464
  • Number of cells in the yosys synthesis report: 458
  • Largest logic family: simple AND/OR/NAND/NOR gates
  • Area fraction in full adders, half adders and majority gates: 0.0380
  • Synthesized-area fraction occupied by ao, oa, aoi and oai cells: 0.0915
  • Fraction of the yosys area taken by sequential cells: 0.577
## cell families after synthesis
group | count (synthesis)
AOI/OAI and AO/OA | 82
adders and majority gates | 16
muxes | 46
buffers and inverters | 27
xor gates and xnor gates | 29
DFF | 121
and+or+nand+nor | 137
## synthesized netlist by cell type (3+ instances only)
cell	count	area, um2
nor4_1	6	37.5
dfstp_2	7	184
nor4bb_1	3	30.0
nor3_1	5	25.0
nand2_1	34	128
edfxtp_1	24	721
nand2b_1	4	25.0
a22o_1	4	35.0
or2_2	3	18.8
xnor2_1	18	158
and2_1	6	37.5
o21ai_1	7	35.0
inv_1	14	52.6
mux2_2	35	394
o21ai_0	21	105
o21ai_2	3	26.3
nor2_1	28	105
mux2i_1	11	110
a31oi_1	11	68.8
ha_1	15	188
o21a_1	3	22.5
xor2_1	11	96.3
a21oi_1	18	90.1
a21o_1	7	52.6
clkbuf_1	8	30.0
and3_1	8	50.1
nand3_1	13	65.1
or3_1	3	18.8
nand4_1	12	75.1
dfrtp_1	90	2250
